==> flow/design.v <==
`timescale 1ns / 1ps
module reg_file
    #(parameter W = 5,           
                B = 8            
     )
    (       
        input wire [W-1 : 0] r_addr_A, r_addr_B, w_addr,
        input wire clk, wr_en, n_reset,
        input wire [B-1 : 0] w_data,
        output wire [B-1 : 0] r_data_A, r_data_B
    );
    reg [B-1 : 0] array_reg [2**W-1 : 0];
    integer i;
    always @(posedge clk or negedge n_reset)  begin
        if(~n_reset)
            for (i = 0; i < 2**W ; i = i + 1) begin
                array_reg[i] <= 0;
            end
        else if(wr_en) 
            array_reg[w_addr] <= w_data;
    end
    assign r_data_A = array_reg[r_addr_A];
    assign r_data_B = array_reg[r_addr_B];
endmodule
==> flow/run.sh <==
#!/bin/bash
# OpenROAD 26Q1-2900-gdf79404cd8, Yosys 0.63+post, stock flow scripts
make -C /OpenROAD-flow-scripts/flow DESIGN_CONFIG=/design/flow/config.mk WORK_HOME=/design/flow/orfs finish
==> flow/config.mk <==
export PLATFORM = sky130hd
export DESIGN_NAME = reg_file
export DESIGN_NICKNAME = reg_file
export VERILOG_FILES = /design/flow/design.v
export SDC_FILE = /design/flow/constraint.sdc
export NUM_CORES = 4
export LEC_CHECK = 1
export CORE_UTILIZATION = 50
==> flow/constraint.sdc <==
current_design reg_file

set clk_period 7.2
set clk_io_pct 0.2

create_clock -name clk0 -period $clk_period [get_ports {clk}]

set non_clock_inputs [all_inputs -no_clocks]
set_input_delay [expr $clk_period * $clk_io_pct] -clock clk0 $non_clock_inputs
set_output_delay [expr $clk_period * $clk_io_pct] -clock clk0 [all_outputs]
==> results.txt <==
warning total across the stage logs = 28
synth warn = 2
setup violators final = 0
DR DRC count = 0
syn avg cell area = 11.08 µm²
Post-synth top flop = dfrtp_1
Hold WC Path Type = flop to flop
Final Routed Wirelength = 73720 µm
CP startpoint kind = primary input
area leader, netlist = dfrtp_1
met3 wire length = 10900 µm
Seq/Total Area, Yosys = 46.08%
Tot GR Track Use = 55.40%
Syn Std Cell Area = 13900 µm²
EDFF count, synth = 0
CTS Buf Count = 26
drt first-iter violations = 1639
critical path arrival = 5.06 ns
CTS tree = yes
maximum vdd drop = 0.0002038 V
vias in the first global route = 12869
M1 WL = 25880 µm
max reg flops = 256
share of cells above drive strength 1 = 32.10%
post-CTS sizing = 0
pin count of the biggest net entering global routing = 126
DIE AREA = 28470 µm²
post-route ant nets = 0
critical path capture point type = output pin
IO buf count = 41
number of synthesized register bits = 256
DRT Pass-1 Iters = 8
hold_buf cts = 0
DR top layer = met5
Tmin final = 6.502 ns
Synth area leaders = dfrtp_1 (46%), mux2_2 (21%), a22oi_1 (6.0%), nor2_1 (2.3%), mux2i_1 (2.0%)
Clock Root Buffer = clkbuf_16
dpl ws = 0.9279 ns
status = completed
RSZ-0062 raised after global routing = no
Slew @ Worst Pin = 1.289 ns
DR vias/cell = 7.414
max-slew violations = 0
Crit Path Class = primary input to output pin
Fmax = 0.1538 GHz
FF-to-FF End = array_reg[25][5]$_DFFE_PN0P_
Syn-to-layout area delta = 16.76%
Post-CTS Setup Inserts = 0
leakage = 0.006966 µW
GRT overflow = 0
Clock Tree Buf Depth = 3
worst r2r src = array_reg[25][5]$_DFFE_PN0P_
setup ws final = 0.6983 ns
Setup crit end = r_data_B[1]
dpl hpwl = 52760 µm
pwr/cell area = 265.5 nW/µm²
most frequent cells after synthesis = mux2_2 (261), dfrtp_1 (256), a22oi_1 (111)
Core Rows = 60
Worst-path clk slew = 0.06 ns
detailed-route wire length per cell = 42.01 µm
clk sinks = 256
CP required = 5.76 ns
YS chip area = 13900 µm²
RD Place Congestion = 1.164
relative slew slack = 13.92%
Fin. Hold Viols = 0
Post-Route Setup TNS = 0 ns
Worst Reg-to-Reg Cells = 1
post-synthesis cell count = 1255
fp util = 51.29%
R2R setup slack = 6.22 ns
Vert. Die Dim = 168.7 µm
most common cell in the synthesized netlist = mux2_2
fin crit share = 90.30%
Core Region = 27100 µm²
Worst Skew = 0 ns
Max-Cap Viols = 0
Area leader share = 46.08%
CP startpoint = r_addr_B[3]
CP Max Fanout = 10
first-pass GRT wire length = 101200 µm
Ports = 42
antenna violations before repair = 7
DIE WIDTH = 168.7 µm
DR WL met2 = 29670 µm
Async SR Flop Fraction = 100.0%
H-tree depth = 1
yosys cell count = 1255
vias after detailed routing = 13012
Hold WS = 0.5304 ns
clock latency (worst-skew pair) = 0.56 ns
Synth cell types = 61
## power by group
group          switching, µW  internal (µW)
sequential               383           1720
combinational            355            367
clock                    591            897
## area by class of cell
cell class / instances / area, µm²
clock inverter: 9 / 181.4
inverter: 7 / 26.28
multi-input combinational: 909 / 7103
timing repair buffer: 158 / 1286
antenna: 6 / 15.01
sequential: 256 / 6406
tap: 372 / 465.4
fill: 2125 / 10870
clock buffer: 38 / 747.0
## through the flow
stage	total power, µW	instances	instance area, µm²	util [%]
floorplan	2345	1255	13900	-
global placement	2774	1702	15290	56.41
detailed placement	2782	1702	15290	56.41
CTS	4264	1749	16220	59.83
global route	4396	1749	16220	59.83
finish	4310	1755	16230	59.89
## cells in the final DEF, fill, tap and decap left out, types with 17 or more instances in the layout
master / instances
mux2_2: 261
dfrtp_1: 256
buf_4: 116
a22oi_1: 111
nor2_1: 86
nand2_1: 62
nor3_1: 40
clkdlybuf4s50_1: 36
a21oi_1: 34
mux2i_1: 28
clkbuf_16: 27
nand4_1: 26
a22o_1: 25
nand3_1: 18
nor2b_1: 17
## worst max-delay path: stages
cell,delay (ns)
clkdlybuf4s50_1,0.79
nand2b_1,0.52
nor2_1,0.91
buf_4,0.30
a22oi_1,0.07
nand4_1,0.14
nor3_1,0.07
a21oi_1,0.27
clkdlybuf4s50_1,0.54
## layer usage
layer | global-route usage [%] | vias to the layer above
met2 | 74.02 | 1131
met4 | 39.05 | 8
met3 | 28.24 | 411
met1 | 70.65 | 6421
met5 | 0 | -
li1 | - | 5041
## worst min-delay path by stage
stage                 slack, ns  cells past startpoint                   startpoint                          end
after CTS                  0.53                      1  array_reg[1][6]$_DFFE_PN0P_  array_reg[1][6]$_DFFE_PN0P_
after global routing       0.55                      1  array_reg[1][6]$_DFFE_PN0P_  array_reg[1][6]$_DFFE_PN0P_
final                      0.53                      1  array_reg[1][6]$_DFFE_PN0P_  array_reg[1][6]$_DFFE_PN0P_
## cell families (layout without fill, tap and decap cells)
group / Yosys count / count (layout) / share of synthesized area, %
compound gates: 282 / 282 / 15.14
buf+inv: 90 / 212 / 2.871
flops: 256 / 256 / 46.08
mux: 290 / 290 / 23.32
other cells: 0 / 6 / 0
simple gates: 337 / 337 / 12.58
Power figures rest on the tool's default switching activity, not on a simulated workload.
