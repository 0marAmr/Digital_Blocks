==> /design/flow/design.v <==
`timescale 1ns / 1ps
module inst_memory
    #(parameter ADDRESS_WIDTH = 32, 
            DATA_WIDTH = 32,
            DEPTH = 64
    )(
        input wire clk, PC_n_reset,  
        output wire [DATA_WIDTH-1: 0] RD
    );
    wire [ADDRESS_WIDTH-1: 0 ] PC_out ;
    cntr #(.N(32)) PC(
        .clk(clk),
        .n_reset(PC_n_reset),
        .Q(PC_out)
    );
    single_port_ROM ROM (
        .addr(PC_out),
        .data_out(RD)
    );
endmodule
`timescale 1ns / 1ps
module cntr
#(parameter N = 4)(
	input clk, n_reset,
	output wire [N-1: 0] Q
);
	reg [N-1: 0] R_current, R_next;
	always @(posedge clk or negedge n_reset) begin
		if(~n_reset) begin
			R_current <= 0;
		end
		else begin
			R_current <= R_next;
		end
	end
	always @(*) begin
		R_next = R_current + 1;
	end
	assign Q = R_current;
endmodule
`timescale 1ns / 1ps
module single_port_ROM
#(parameter ADDRESS_WIDTH = 32, 
            DATA_WIDTH = 32,
            DEPTH = 64
    )(
        input wire [ADDRESS_WIDTH-1: 0] addr,
        output wire [DATA_WIDTH-1: 0] data_out
    );
    reg [DATA_WIDTH-1: 0] reg_array [DEPTH-1: 0] ;
    reg [DATA_WIDTH-1: 0] data ;
    integer i;
    always @ * begin
    case (addr)
        32'h0000_0000 : reg_array[addr] = 32'h0000_0001;
        32'h0000_0001 : reg_array[addr] = 32'h0000_0011;
        32'h0000_0010 : reg_array[addr] = 32'h0000_0011;
        32'h0000_0011 : reg_array[addr] = 32'h0000_000f;
        32'h0000_0100 : reg_array[addr] = 32'h0000_000c;
        32'h0000_0101 : reg_array[addr] = 32'h0000_d001;
        default:        reg_array[addr] = 32'h0000_0000;
    endcase
    end
    always @ * begin
        data = reg_array[addr];
    end
    assign data_out = data;
endmodule
==> /design/flow/run.sh <==
#!/bin/bash
# OpenROAD 26Q1-2900-gdf79404cd8, Yosys 0.63+post, stock flow scripts
make -C /OpenROAD-flow-scripts/flow DESIGN_CONFIG=/design/flow/config.mk WORK_HOME=/design/flow/orfs finish
==> /design/flow/config.mk <==
export PLATFORM = sky130hd
export DESIGN_NAME = inst_memory
export DESIGN_NICKNAME = inst_memory
export VERILOG_FILES = /design/flow/design.v
export SDC_FILE = /design/flow/constraint.sdc
export NUM_CORES = 4
export LEC_CHECK = 1
export CORE_UTILIZATION = 40
==> /design/flow/constraint.sdc <==
current_design inst_memory

set clk_period 7.4
set clk_io_pct 0.2

create_clock -name clk0 -period $clk_period [get_ports {clk}]

set non_clock_inputs [all_inputs -no_clocks]
set_input_delay [expr $clk_period * $clk_io_pct] -clock clk0 $non_clock_inputs
set_output_delay [expr $clk_period * $clk_io_pct] -clock clk0 [all_outputs]
==> node_exporter_impl.prom <==
# HELP chip_impl_metric Flow report values
# TYPE chip_impl_metric gauge
chip_impl_info{name="status",value="complete, no violations"} 1
chip_impl_metric{name="unclocked_regs",unit=""} 320
chip_impl_metric{name="critical_path_required",unit="ns"} 5.92
chip_impl_metric{name="min_period_over_period",unit=""} 0.798
chip_impl_metric{name="synth.avg_cell_area",unit="um2"} 9.21
chip_impl_metric{name="worst_pin_slew",unit="ns"} 1.07
chip_impl_metric{name="final-setup-viol-count",unit=""} 0
chip_impl_info{name="setup.worst_path.end_class",value="primary output"} 1
chip_impl_metric{name="yosysUniqueCellTypes",unit=""} 82
chip_impl_metric{name="die_h",unit="um"} 167
chip_impl_metric{name="log.warning_count",unit=""} 28
chip_impl_metric{name="post_synth_instance_area",unit="um2"} 10800
chip_impl_metric{name="clk_pin_slew",unit="ns"} 0.05
chip_impl_metric{name="swShare",unit=""} 0.192
chip_impl_metric{name="timing.final.hold_violations",unit=""} 0
chip_impl_metric{name="finalClockSkew",unit="ns"} 0.00456
chip_impl_metric{name="rr_worst_depth",unit=""} 6
chip_impl_metric{name="gr-total-overflow",unit=""} 0
chip_impl_info{name="most_common_cell",value="sky130_fd_sc_hd__dlxtn_1"} 1
chip_impl_metric{name="dpl.cell_count",unit=""} 1484
chip_impl_metric{name="crit_fanout",unit=""} 31
chip_impl_metric{name="routedLengthMet1",unit="um"} 17600
chip_impl_metric{name="cts-root-to-sink-buffers",unit=""} 2
chip_impl_info{name="crit_type",value="reg2out"} 1
chip_impl_metric{name="cts_made_buffers",unit=""} 5
chip_impl_metric{name="buffer_ports.inserted",unit=""} 9
chip_impl_metric{name="relSlewSlack",unit=""} 0.265
chip_impl_info{name="rsz_0062_raised_after_global_routing",value="no"} 1
chip_impl_info{name="holdCritPathClass",value="reg2reg"} 1
chip_impl_metric{name="antenna_violations_before_repair",unit=""} 0
chip_impl_info{name="reg2reg_to",value="PC.R_current[8]"} 1
chip_impl_info{name="crit_chain",value="ha_2 -> buf_4 -> nor2_1 -> o2bb2ai_1 -> a211oi_2 -> nand2_1 -> or2_1 -> a31oi_1 -> clkdlybuf4s50_1"} 1
chip_impl_metric{name="clock_insertion_delay_worst_skew",unit="ns"} 0.28
chip_impl_info{name="tritoncts",value="built"} 1
chip_impl_info{name="cpMaxStageDelayCell",value="sky130_fd_sc_hd__nor2_1"} 1
chip_impl_metric{name="post_drt_wl_per_cell",unit="um"} 28.5
chip_impl_metric{name="place_area",unit="um2"} 11300
chip_impl_info{name="cts-root-buf",value="sky130_fd_sc_hd__clkbuf_16"} 1
chip_impl_metric{name="grt_pass1_vias",unit=""} 9097
chip_impl_metric{name="number_of_cells_produced_by_synthesis",unit=""} 1176
chip_impl_info{name="synth_top_flop_cell",value="sky130_fd_sc_hd__dlxtn_1"} 1
chip_impl_metric{name="timing.final.max_slew_violations",unit=""} 0
chip_impl_metric{name="reg2reg_setup_slack",unit="ns"} 4.56
chip_impl_metric{name="via_per_inst",unit=""} 6.44
chip_impl_metric{name="synth_flops",unit=""} 352
chip_impl_info{name="endpoint",value="RD[15]"} 1
chip_impl_metric{name="route.antenna.remaining_nets",unit=""} 0
chip_impl_metric{name="postRouteWirelength",unit="um"} 42600
chip_impl_metric{name="grt_max_degree",unit=""} 65
chip_impl_metric{name="p_int",unit="uW"} 334
chip_impl_metric{name="routabilityCongestion",unit=""} 1.05
chip_impl_metric{name="track_usage",unit=""} 0.318
chip_impl_metric{name="switch_pwr",unit="uW"} 79.3
chip_impl_metric{name="synth-edff-count",unit=""} 0
chip_impl_metric{name="power.density_cell_area",unit="nW/um2"} 36.0
chip_impl_metric{name="dr_vias",unit=""} 9608
chip_impl_metric{name="stdcell_area",unit="um2"} 11500
chip_impl_metric{name="detailedPlacementHpwl",unit="um"} 30600
chip_impl_metric{name="timing.critical_path.depth",unit=""} 9
chip_impl_metric{name="clockPowerShare",unit=""} 0.566
chip_impl_metric{name="post_cts.repair.setup_buffers",unit=""} 0
chip_impl_metric{name="boundaryPins",unit=""} 34
chip_impl_metric{name="initCoreUtil",unit=""} 0.412
chip_impl_metric{name="drv_cap",unit=""} 0
chip_impl_metric{name="fill_cells",unit=""} 2558
chip_impl_metric{name="htree_levels",unit=""} 2
chip_impl_metric{name="post_route_cells_drive_above_1_share",unit=""} 0.0882
chip_impl_metric{name="ctsResizeCount",unit=""} 0
chip_impl_metric{name="grt_first_pass_wirelength",unit="um"} 62500
chip_impl_metric{name="detailedRoute.firstIterationViolations",unit=""} 1141
chip_impl_metric{name="drc",unit=""} 0
chip_impl_info{name="critPathTopFamily",value="simple AND/OR/NAND/NOR gates"} 1
chip_impl_metric{name="peakVddDrop",unit="V"} 0.000101
chip_impl_metric{name="buffers_and_inverters_on_the_worst_path",unit=""} 2
chip_impl_metric{name="share_comb_of_total_power",unit=""} 0.010
chip_impl_info{name="worstReg2RegStart",value="PC.R_current[1]"} 1
chip_impl_metric{name="flow.area_growth_from_synthesis",unit="%"} 5.82
chip_impl_info{name="ys_top_cells_by_count",value="320 x sky130_fd_sc_hd__dlxtn_1, 97 x sky130_fd_sc_hd__nand3_1, 71 x sky130_fd_sc_hd__nand2_1"} 1
chip_impl_metric{name="first_pass_iters",unit=""} 8
chip_impl_info{name="synthTopCellsByArea",value="sky130_fd_sc_hd__dlxtn_1 44%, sky130_fd_sc_hd__dfrtp_1 7.4%, sky130_fd_sc_hd__nand3_1 4.5%"} 1
chip_impl_metric{name="synth-cells-yosys",unit=""} 1176
chip_impl_metric{name="row_count",unit=""} 59
chip_impl_metric{name="yosys_warn_count",unit=""} 3
chip_impl_metric{name="unconstrained_endpoints",unit=""} 320
chip_impl_metric{name="die_area",unit="um2"} 27700
chip_impl_metric{name="yosys-stat-area",unit="um2"} 10800
chip_impl_metric{name="fmax",unit="MHz"} 169
chip_impl_metric{name="number_of_standard_cells_in_the_final_layout_excluding_fillers",unit=""} 1492
chip_impl_metric{name="wl_met3",unit="um"} 5020
chip_impl_metric{name="leakage",unit="uW"} 0.00480
chip_impl_metric{name="core_area",unit="um2"} 26300
chip_impl_metric{name="cp.arrival",unit="ns"} 4.42
chip_impl_metric{name="n_antenna_cell",unit=""} 0
chip_impl_metric{name="totalNegativeSetupSlack",unit="ns"} 0
chip_impl_info{name="highest-signal-layer",value="met4"} 1
chip_impl_info{name="cp-start-kind",value="register"} 1
chip_impl_metric{name="sequentialPowerShare",unit=""} 0.424
chip_impl_metric{name="post_cts_hold_buffer_count",unit=""} 0
chip_impl_metric{name="ys_async_sr_fraction",unit=""} 0.0909
chip_impl_metric{name="die_width",unit="um"} 167
chip_impl_metric{name="synth_top_area_share",unit=""} 0.443
chip_impl_metric{name="critical_path.max_stage_delay",unit="ns"} 0.66
chip_impl_info{name="timing.critical_path.from",value="PC.R_current[0]"} 1
chip_impl_metric{name="finalWorstPathRequiredPeriod",unit="ns"} 5.90
chip_impl_info{name="synth.largest_area_cell",value="sky130_fd_sc_hd__dlxtn_1"} 1
chip_impl_metric{name="routed-wl-met2",unit="um"} 18400
registers in the layout, indices dropped and copies added, names as in the netlist:
signal / flops
PC.R_current: 32
ROM.reg_array: 320
cell type report:
type	instances	area, um2	share of cell area
Clock buffer	5	125	0.0109
Clock inverter	3	42.5	0.00371
Inverter	2	7.51	0.000655
Multi-Input combinational cell	737	4800	0.419
Sequential cell	352	5610	0.489
Tap cell	335	419	0.0366
Timing Repair Buffer	58	458	0.0400
through the flow:
stage | power, uW | worst slack [ns] | hold slack (ns) | util
floorplan | 187 | 3.36 | 0.447 | -
global placement | 183 | 1.97 | 0.471 | 0.430
detailed placement | 183 | 1.86 | 0.472 | 0.430
CTS | 416 | 1.57 | 0.483 | 0.436
global route | 424 | 1.28 | 0.496 | 0.436
finish | 413 | 1.50 | 0.478 | 0.436
logic make-up after synthesis:
group | after synthesis | share of synthesized area
AND/OR/NAND/NOR | 435 | 0.230
latches | 320 | 0.443
AND-OR/OR-AND | 222 | 0.149
buffers and inverters | 110 | 0.0543
flip-flops | 32 | 0.0739
XOR/XNOR | 30 | 0.0243
multiplexers | 22 | 0.0207
adder cells (fa/ha/maj) | 4 | 0.00462
other | 1 | 0.000346
cell usage in the layout, fill, tap and decap left out, types with 24 or more instances in the layout:
cell                      Yosys  routed
sky130_fd_sc_hd__dlxtn_1    320     320
sky130_fd_sc_hd__nand3_1     97      97
sky130_fd_sc_hd__nand2_1     71      71
sky130_fd_sc_hd__nor2_1      59      57
sky130_fd_sc_hd__buf_4       32      49
sky130_fd_sc_hd__a22oi_1     41      41
sky130_fd_sc_hd__and3_1      38      38
sky130_fd_sc_hd__nand4_1     36      36
sky130_fd_sc_hd__a32oi_1     33      33
sky130_fd_sc_hd__dfrtp_1     32      28
sky130_fd_sc_hd__o21ai_0     26      26
sky130_fd_sc_hd__conb_1       1      24
worst register-to-register path, cell delays in order (launching register included):
cell and delay, ns:
sky130_fd_sc_hd__dfrtp_1 0.39, sky130_fd_sc_hd__ha_2 0.71, sky130_fd_sc_hd__buf_4 0.48, sky130_fd_sc_hd__nand3_1 0.29, sky130_fd_sc_hd__nor2_1 0.52, sky130_fd_sc_hd__nand3_1 0.17
sky130_fd_sc_hd__xnor2_1 0.15
per-layer routing:
layer  up-vias  track usage
li1       4223            -
met1      4697        0.466
met2       594        0.467
met3        94        0.100
met4         0       0.0866
met5         -            0
power groups by stage:
| stage | Combinational (uW) | Sequential, uW | Clock [uW] |
|---|---|---|---|
| CTS | 4.83 | 175 | 236 |
| global route | 5.75 | 175 | 244 |
| finish | 4.30 | 175 | 234 |
worst min-delay path by stage:
stage	from	cells after the start	slack, ns	end
finish	PC.R_current[31]	1	0.48	PC.R_current[31]
CTS	PC.R_current[31]	1	0.48	PC.R_current[31]
global route	PC.R_current[14]	1	0.50	PC.R_current[14]
Power and IR drop assume default switching activity.
