===== /design/flow/config.mk =====
export PLATFORM = sky130hd
export DESIGN_NAME = single_port_BRAM
export DESIGN_NICKNAME = single_port_BRAM
export VERILOG_FILES = /design/flow/design.v
export SDC_FILE = /design/flow/constraint.sdc
export NUM_CORES = 4
export LEC_CHECK = 1
export CORE_UTILIZATION = 40

===== /design/flow/constraint.sdc =====
current_design single_port_BRAM

set clk_period 10.5
set clk_io_pct 0.2

create_clock -name clk0 -period $clk_period [get_ports {clk}]

set non_clock_inputs [all_inputs -no_clocks]
set_input_delay [expr $clk_period * $clk_io_pct] -clock clk0 $non_clock_inputs
set_output_delay [expr $clk_period * $clk_io_pct] -clock clk0 [all_outputs]

===== /design/flow/design.v =====
`timescale 1ns / 1ps
module single_port_BRAM
#(parameter ADDRESS_WIDTH = 32, 
            DATA_WIDTH = 32
    )(
        input wire clk, n_clr,
        input wire  read_en, write_en,
        input wire [DATA_WIDTH-1: 0] data_in,
        input wire [ADDRESS_WIDTH-1: 0] addr,
        output wire [DATA_WIDTH-1: 0] data_out
    );
    localparam DEPTH = 2**ADDRESS_WIDTH;
    reg [DATA_WIDTH-1: 0] reg_array [DEPTH-1: 0] ;
    reg [DATA_WIDTH-1: 0] data ;
    integer i;
    always @(posedge clk) begin
        if(~n_clr) 
            for (i= 0 ; i < DEPTH ; i = i + 1 ) begin
                reg_array [i] <= 0;
            end
        else if(write_en)
            reg_array [addr] <= data_in;
    end
    always @ * begin
        if (read_en)
            data = reg_array[addr];
        else
            data = 32'bx;
    end
    assign data_out = data;
endmodule

===== /design/flow/run.sh =====
#!/bin/bash
# OpenROAD 26Q1-2900-gdf79404cd8, Yosys 0.63+post, stock flow scripts
make -C /OpenROAD-flow-scripts/flow DESIGN_CONFIG=/design/flow/config.mk WORK_HOME=/design/flow/orfs finish

==> flow_metrics.env <==
# physical design summary
export IMPL_antenna_cells=0
export IMPL_port_buffers=98
export IMPL_post_route_period_util=0.559
export IMPL_grt_pass1_wl_mm=6.94
export IMPL_ir_drop_v=0.0000920
export IMPL_gr_total_overflow=0
export IMPL_die_x_um=80.3
export IMPL_ant_nets=0
export IMPL_grt_setup_unrepaired="no"
export IMPL_hold_viol=0
export IMPL_drv_cap=0
export IMPL_core_area_um2=5920
export IMPL_cts_hold_buf=0
export IMPL_fin_ws_ps=4630
export IMPL_drt_initial_drc_count=55
export IMPL_syn_area_um2=2450
export IMPL_grt_start_max_net_pins=35
export IMPL_startpoint_type="input port"
export IMPL_end_kind="output pin"
export IMPL_die_h_um=80.3
export IMPL_cpMaxStageDelayCell="clkdlybuf4s50_1"
export IMPL_common_cells="edfxtp_1 (64), mux2_2 (32), nand4_1 (9), nor4_1 (8), buf_2 (3)"
export IMPL_routed_wl_mm=4.72
export IMPL_outcome="finished clean"
export IMPL_cp_max_fo=34
export IMPL_post_place_ws_ps=4610
export IMPL_syn_instance_count=123
export IMPL_gp_congestion=0.732
export IMPL_path_cells="clkdlybuf4s50_1 > buf_4 > mux2_2 > clkdlybuf4s50_1"
export IMPL_grt_pass1_vias=1513
export IMPL_slowest_delay_ps=450
export IMPL_clk_path_buf_depth=2
export IMPL_clk_pin_slew_ps=70
export IMPL_root_buffer="clkbuf_8"
export IMPL_postSynthSeqShare=0.783
export IMPL_fmax_mhz=170
export IMPL_synth_distinct_cells=11
export IMPL_warnings=26
export IMPL_fp_utilization=0.414
export IMPL_hold_path_class="input port to register"
export IMPL_post_cts_buffers=0
export IMPL_pin_count=100
export IMPL_h_tree_depth=3
export IMPL_grt_usage=0.156
export IMPL_dp_cells=295
export IMPL_synth_top_cell_area_share=0.783
export IMPL_top_cells_by_area="edfxtp_1 (78%), mux2_2 (15%), nand4_1 (2.3%)"
export IMPL_via_per_inst=5.02
export IMPL_ys_flop_type="edfxtp_1"
export IMPL_post_route_drc_count=0
export IMPL_antenna_found_initial=0
export IMPL_num_rows=28
export IMPL_slew_violations=0
export IMPL_worstPathRequired_ps=8400
export IMPL_cts_made_buffers=9
export IMPL_edf_count=64
export IMPL_avgSynthCellArea_um2=19.9
export IMPL_ctsResizeCount=0
export IMPL_tns_ps=0
export IMPL_final_cells=311
export IMPL_p_leak_nw=1.20
export IMPL_maxSlewHeadroom=0.706
export IMPL_p_per_area_nw_per_um2=133
export IMPL_vias=1562
export IMPL_synth_top_cell_by_area="edfxtp_1"
export IMPL_finalSetupViolCount=0
export IMPL_finalPower_mw=0.494
export IMPL_place_hpwl_mm=3.22
export IMPL_first_pass_iters=4
export IMPL_chipArea_um2=6450
export IMPL_crit_type="input port to output pin"
export IMPL_yosys_area_um2=2450
export IMPL_period_minus_slack_ps=5870
export IMPL_worstMarginPinSlew_ps=441
export IMPL_synth_warnings=1
export IMPL_worstPathArrival_ps=3770
export IMPL_post_synth_top_count_cell="edfxtp_1"
export IMPL_critPathMostFrequentCell="clkdlybuf4s50_1"
export IMPL_numSynthFlops=64
export IMPL_cts_tree="yes"
export IMPL_drive_gt1_frac=0.216
export IMPL_syn2layout_area_growth_pct=51.1
export IMPL_ys_cells=123
export IMPL_numClockSinks=64
export IMPL_synthArstFlopShare=0
export IMPL_drt_wirelength_per_cell_um=15.2
==> sequential cells by signal (all words and copies together) (netlist names) <==
register       count
reg_array[-1]     32
reg_array         32
==> path summary, 6_finish.rpt <==
check | cells past startpoint | start | end | slack (ps)
worst min-delay path | 1 | data_in[12] | reg_array[-1][12] | 2350
worst max-delay path | 4 | addr[0] | data_out[5] | 4630
==> where the power goes <==
| group | internal, mW | leakage, nW | switching (mW) |
|---|---|---|---|
| sequential | 0.281 | 0.575 | 0.00000000000923 |
| combinational | 0.0316 | 0.548 | 0.0109 |
| clock | 0.0838 | 0.0757 | 0.0872 |
==> layout make-up <==
type / count / area (um2)
clock buffers: 10 / 128
fillers: 429 / 2210
clock inverters: 6 / 36.3
flip-flops and latches: 64 / 1920
repair buffers: 101 / 1000
well taps: 75 / 93.8
multi-input cells: 55 / 524
==> stage by stage <==
step	hold WS, ps	instance area [um2]	util
floorplan	2200	2450	-
global placement	2680	3540	0.598
detailed placement	2680	3540	0.598
CTS	2330	3710	0.626
global route	2340	3710	0.626
finish	2350	3710	0.626
==> critical path, delay by kind of cell <==
kind | cells | cell delay (ps)
buffers and inverters | 3 | 1260
muxes | 1 | 400
==> cell usage in the layout (no fill, tap or decap), drive strengths merged <==
| master | netlist | routed |
|---|---|---|
| buf | 4 | 3 |
| clkbuf | 0 | 10 |
| nor4 | 9 | 9 |
| clkinvlp | 0 | 3 |
| nand4 | 9 | 9 |
| nand2 | 1 | 1 |
| or3 | 1 | 1 |
| or4 | 2 | 2 |
| clkdlybuf4s50 | 0 | 98 |
| nand3 | 1 | 1 |
| edfxtp | 64 | 64 |
| clkinv | 0 | 3 |
| mux2 | 32 | 32 |
==> cell families (layout without fill, tap and decap cells) <==
logic type,count (synthesis),in the layout,synth area share
flip-flops,64,64,0.783
multiplexers,32,32,0.147
buffers and inverters,4,117,0.00918
AND/OR/NAND/NOR,23,23,0.0607
==> metal layers <==
layer  GRT usage  share of wire  routed length [um]  up-vias
met2       0.249           0.46                2160       86
met5           0              0                   0        -
met4      0.0250          0.011                  53        0
met1       0.237           0.43                2050      742
met3      0.0461          0.098                 462        8
li1            -              -                   -      726
Power and IR drop assume default switching activity.
